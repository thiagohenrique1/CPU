[design/flow/run.sh]
#!/bin/bash
# OpenROAD 26Q1-2900-gdf79404cd8, Yosys 0.63+post, stock flow scripts
make -C /OpenROAD-flow-scripts/flow DESIGN_CONFIG=/design/flow/config.mk WORK_HOME=/design/flow/orfs finish
[design/flow/constraint.sdc]
current_design baud_generator

set clk_period 2.3
set clk_io_pct 0.2

create_clock -name clk0 -period $clk_period [get_ports {clk}]

set non_clock_inputs [all_inputs -no_clocks]
set_input_delay [expr $clk_period * $clk_io_pct] -clock clk0 $non_clock_inputs
set_output_delay [expr $clk_period * $clk_io_pct] -clock clk0 [all_outputs]
[design/flow/design.v]
module baud_generator(clk, baud, baud_tx);
	input clk;
	output reg baud, baud_tx;
	parameter max = 50000000/(115200*16);
	parameter max_tx = 50000000/115200;
	reg [4:0] count = 0;
	reg [8:0] count_tx = 0;
	always @(posedge clk) begin
		if(count == max) begin
			count = 0;
			baud = 1;
		end else begin
			baud = 0;
			count = count + 1;
		end
	end
	always @(posedge clk) begin
		if(count_tx == max_tx) begin
			count_tx = 0;
			baud_tx = 1;
		end else begin
			baud_tx = 0;
			count_tx = count_tx + 1;
		end
	end
endmodule
[design/flow/config.mk]
export PLATFORM = sky130hd
export DESIGN_NAME = baud_generator
export DESIGN_NICKNAME = baud_generator
export VERILOG_FILES = /design/flow/design.v
export SDC_FILE = /design/flow/constraint.sdc
export NUM_CORES = 4
export LEC_CHECK = 1
export CORE_AREA = 10 10 83 83
export DIE_AREA = 0 0 93 93
==> flow_summary.toml <==
# physical design summary
[critical_path]
critPathBufInv = 1
worst_setup_path_start_kind = "flop"
required_ns = 1.84
slowest_stage = "clkdlybuf4s50_1"
max_stage_delay_ns = 0.45
end_kind = "primary output"
worstPathArrival_ns = 1.00
crit_family = "buffers and inverters"
crit_type = "flop to primary output"
crit_chain = "clkdlybuf4s50_1"
crit_fanout = 1

[synth]
ys_cells = 65
syn_avg_cell_area_um2 = 10.01
synthAoiAreaFrac_pct = 6.538
top_logic_kind = "simple AND/OR/NAND/NOR gates"
mux_area_share_pct = 1.731
ys_warn_count = 1
synth_chip_area_um2 = 650.6
yosys_register_bits = 16
ys_types = 24
simple_gate_area_share_pct = 27.69
synth_cells = 65
synth_adder_area_share_pct = 5.769
synth_area_um2 = 650.6
yosysSeqAreaShare_pct = 49.23
xor_area_share_pct = 6.731

[placement]
gp_congestion = 0.7992
dpl_worst_slack_ns = 0.9493
io_buffers = 2
dp_hpwl_um = 669.9

[pwr]
p_comb_share_pct = 0
vdd_drop_max_mv = 0.2457
p_seq_share_pct = 58.1
p_int_uw = 393.0
power.switching_uw = 84.50
p_leak_uw = 0.0002593
power_frac_clock_pct = 41.9
p_total_uw = 477.5
p_per_area_mw_per_mm2 = 597.2
swShare_pct = 17.70

[layout]
syn_to_final_growth_pct = 22.88
seq_area_um2 = 320.3
nFillCells = 592
utilization_pct = 15.56
combGateArea_um2 = 315.3
drive_gt1_share_pct = 11.43

[timing]
slew_headroom_pct = 69.08
fin_hold_ws_ns = 0.4489
skew_ns = 0.0007505
min_period_ns = 1.457
fin_setup_tns_ns = 0
finalHoldViolations = 0
period_used_pct = 63.35
rsz0062_at_grt = "false"
fmax_mhz = 686.3
worst_pin_slew_ns = 0.4628
setup_viol_count_final = 0
setup_slack_ns = 0.8429
slew_violations = 0

[cts]
root_buffer = "clkbuf_8"
cts_hold_buf = 0
clkTransAtPathRegs_ns = 0.06
clock_latency_ns = 0.24
numCtsBuffers = 3
postCtsSetupRepairBufs = 0
cts_resized = 0
clock-sinks = 16
ctsHtreeMaxLevel = 1
clk_path_buf_depth = 2
tritoncts = "done"

[floorplanning]
die_w_um = 93
coreArea_mm2 = 0.005140
die_area_mm2 = 0.008649
row_count = 26
fp_util_pct = 12.66
io_pins = 3
fp.dieH_um = 93

[routing]
routed_wl_um = 903
vias = 452
drc = 0
vias_per_cell = 3.229
dr.pass1.iters = 4
diodes = 0
ant_nets = 0
wl_per_cell_um = 6.450
drt_iter0_drc = 16

[global_route]
antenna_found_initial = 0
grt_util_all_layers_pct = 2.171
grt_pass1_wl_um = 1642
grt_start_max_net_pins = 9
overflow = 0
grt_pass1_vias = 393

[run]
log.warning_count = 26
maxCapViolCount = 0

[run_status]
outcome = "finished, final reports clean"

[min_path]
holdCritPathClass = "flop to flop"
-- kinds of logic after synthesis --
kind of cell / count (synthesis)
muxes: 1
adders and majority gates: 3
DFF: 16
AOI/OAI and AO/OA: 5
xor gates and xnor gates: 5
and+or+nand+nor: 31
buffers and inverters: 4
-- through the flow --
| stage | cell area [um2] | cells |
|---|---|---|
| 4_1_cts | 799.5 | 140 |
| 5_1_grt | 799.5 | 140 |
| 2_1_floorplan | 650.6 | 65 |
| 3_3_place_gp | 758.2 | 137 |
| 3_5_place_dp | 758.2 | 137 |
| 6_report | 799.5 | 140 |
-- power groups by stage --
stage	combinational, uW	clock [uW]	sequential, uW
6_report	0.000109	200	277
5_1_grt	0.000109	222	277
4_1_cts	0.000109	210	277
-- cell usage in the layout, fill, tap and decap left out, types with 3 or more instances in the layout --
master    count
xnor2_1       3
inv_1         4
nor2_1        7
ha_1          3
dfxtp_1      16
clkbuf_8      3
nand2_1       5
nand3_1       7
-- layer usage --
metal | wire length (um) | global-route usage, %
met1 | 463 | 3.029
met2 | 374 | 3.096
met3 | 45 | 0.8885
met4 | 19 | 0.3856
met5 | 0 | 0
-- sequential cells by signal, summed over array words and instances, names as in the netlist --
register  flops
baud_tx       1
count         5
baud          1
count_tx      9
-- final timing paths --
path                               start                      to  slack, ns  cells past startpoint
setup reg to reg  count_tx[3]$_SDFF_PN0_  count_tx[5]$_SDFF_PN0_       0.94                      3
hold reg to reg      count[0]$_SDFF_PN0_     count[0]$_SDFF_PN0_       0.45                      1
setup / recovery            baud$_DFF_P_                    baud       0.84                      1
hold / removal       count[0]$_SDFF_PN0_     count[0]$_SDFF_PN0_       0.45                      1
-- synth_stat cells --
| master | number | area [um2] |
|---|---|---|
| dfxtp_1 | 16 | 320.3 |
| nand3_1 | 7 | 35.03 |
| nor2_1 | 7 | 26.28 |
| nand2_1 | 5 | 18.77 |
| inv_1 | 4 | 15.01 |
| ha_1 | 3 | 37.54 |
| xnor2_1 | 3 | 26.28 |
| nand2b_1 | 2 | 12.51 |
| nand4_1 | 2 | 12.51 |
| xor2_1 | 2 | 17.52 |
| a21oi_1 | 1 | 5.000 |
| and4_2 | 1 | 10.01 |
| mux2_2 | 1 | 11.26 |
| nand3b_1 | 1 | 7.510 |
| nor2b_1 | 1 | 6.260 |
| nor3_4 | 1 | 16.27 |
| nor3b_1 | 1 | 7.510 |
| o211ai_1 | 1 | 7.510 |
| o21ai_0 | 1 | 5.000 |
| o221ai_1 | 1 | 8.760 |
| o311ai_2 | 1 | 16.27 |
| or3_1 | 1 | 6.260 |
| or4_1 | 1 | 7.510 |
| or4b_4 | 1 | 13.76 |
-- final cells by class --
type	count	area share, %
timing repair buffer	2	2.504
sequential	16	40.06
tap	70	10.95
clock buffer	3	5.164
inverter	4	1.878
multi-input combinational	45	39.44
Power figures rest on the tool's default switching activity, not on a simulated workload.
