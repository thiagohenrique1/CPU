[flow/config.mk]
export PLATFORM = sky130hd
export DESIGN_NAME = CPU
export DESIGN_NICKNAME = CPU
export VERILOG_FILES = /design/flow/design.v
export SDC_FILE = /design/flow/constraint.sdc
export NUM_CORES = 4
export LEC_CHECK = 1
export CORE_UTILIZATION = 50
[flow/constraint.sdc]
current_design CPU

set clk_period 14.4
set clk_io_pct 0.2

create_clock -name clk0 -period $clk_period [get_ports {clk}]

set non_clock_inputs [all_inputs -no_clocks]
set_input_delay [expr $clk_period * $clk_io_pct] -clock clk0 $non_clock_inputs
set_output_delay [expr $clk_period * $clk_io_pct] -clock clk0 [all_outputs]
[flow/design.v]
module ALU(out, flags, op, in_a, in_b);
	parameter WORD_SIZE = 16, OP_SIZE = 3;
	output reg[WORD_SIZE-1:0] out;
	output[WORD_SIZE-1:0] flags;
	input[OP_SIZE-1:0] op;
	input[WORD_SIZE-1:0] in_a;
	input[WORD_SIZE-1:0] in_b;
	always@(op,in_a,in_b) begin
		case(op)
			1'b0: out = in_a + in_b;
			1'b1: out = in_a - in_b;
			2'b10: out = ~in_a;
			2'b11: out = in_a & in_b;
			3'b100: out = in_a | in_b;
			3'b101: out = in_a ^ in_b;
			3'b110: out = in_a * in_b;
			3'b111: out = in_a >> in_b;
		endcase
	end
	assign flags[WORD_SIZE-1:3] = 0;
	assign flags[0] = (in_a == in_b);
	assign flags[1] = (in_a >= in_b);
	assign flags[2] = (out == 0);
endmodule
module CPU(clk, reset, memory_in, memory_addr, memory_out, memory_write);
	parameter WORD_SIZE = 16, ALU_OP_SIZE = 3, REG_ADDR_SIZE = 3;
	input clk, reset;
	input [WORD_SIZE-1:0] memory_in;
	output [WORD_SIZE-1:0] memory_addr, memory_out;
	output memory_write;
	wire mem_out_mux;
	wire [1:0] ALU_in2_mux, PC_mux, memory_addr_mux, data_in_mux;
	wire reg_buff1_write, reg_buff2_write, status_reg_write, ALU_out_write;
	wire reg_write, PC_write, IR_write;
	wire [4:0] opcode;
	wire [WORD_SIZE-1:0] status_reg;
	control_unit control_unit(clk, reset, ALU_in2_mux, mem_out_mux, PC_mux, memory_addr_mux, data_in_mux,
					 reg_buff1_write, reg_buff2_write, status_reg_write, ALU_out_write,
					 reg_write, PC_write, IR_write, memory_write, opcode, status_reg);
	datapath datapath(clk, ALU_in2_mux, mem_out_mux, PC_mux, memory_addr_mux, data_in_mux,
				reg_buff1_write, reg_buff2_write, status_reg_write, ALU_out_write,
				reg_write, PC_write, IR_write,
				memory_in, memory_addr, memory_out,
				opcode, status_reg);
endmodule
module mux2(out, select, in0, in1, in2, in3);
	parameter WORD_SIZE = 16;
	output reg [WORD_SIZE-1:0] out;
	input [WORD_SIZE-1:0] in0, in1, in2, in3;
	input [1:0] select;
	always@* begin
		case(select)
			2'b00: out = in0;
			2'b01: out = in1;
			2'b10: out = in2;
			2'b11: out = in3;
		endcase
	end
endmodule
module control_unit(clk, reset, ALU_in2_mux, mem_out_mux, PC_mux, memory_addr_mux, data_in_mux,
						  reg_buff1_write, reg_buff2_write, status_reg_write, ALU_out_write,
						  reg_write, PC_write, IR_write, memory_write, opcode, status_reg);
	parameter cmp = 5'b11000;
	parameter load_r = 5'b11001;
	parameter store_r = 5'b11010;
	parameter br = 5'b11011;
	parameter cmpi = 5'b11100;
	parameter load = 5'b11101;
	parameter store = 5'b11110;
	parameter load_i = 5'b11111;
	parameter b = 5'b10000;
	parameter beq = 5'b10001;
	parameter bne = 5'b10010;
	parameter bhe = 5'b10011;
	parameter bst = 5'b10100;
	parameter bleq = 5'b10101;
	parameter blne = 5'b10110;
	parameter bl = 5'b10111;
	parameter WORD_SIZE = 16, ALU_OP_SIZE = 3, REG_ADDR_SIZE = 3;
	input clk, reset;
	input [4:0] opcode;
	input [WORD_SIZE-1:0] status_reg;
	output reg mem_out_mux;
	output reg [1:0] ALU_in2_mux, PC_mux, memory_addr_mux, data_in_mux;
	output reg reg_buff1_write, reg_buff2_write, status_reg_write, ALU_out_write;
	output reg reg_write, PC_write, IR_write, memory_write;
	parameter fetch = 0, decode = 1, execute = 2, memory_access = 3, write_back = 4, reset_st = 5;
	reg [2:0] stage;
	always @(*) begin
		disable_write_signals;
		zero_muxes;
		case(stage)
			fetch: begin
				memory_addr_mux = 0;
				IR_write = 1;
				PC_mux = 0;
				PC_write = 1;
			end
			decode: begin
				reg_buff1_write = (alu_op(opcode) || type(opcode) == 2 ||
										 opcode == store ||  opcode == store_r ||
										 opcode == load_r || cmp_op(opcode));
				reg_buff2_write = (type(opcode) == 1 || opcode == cmp ||
										 opcode == store_r || opcode == cmp);
			end
			execute: begin
				if((type(opcode) == 1 || opcode == cmp)) ALU_in2_mux = 0;
				else if(opcode == cmpi) ALU_in2_mux = 2;
				else ALU_in2_mux = 1;
				ALU_out_write = 1;
				if(opcode != load_r && opcode != store_r) status_reg_write = 1;
			end
			memory_access: begin
				if(opcode == load || opcode == load_r) begin
					if(opcode == load) memory_addr_mux = 2;
					else memory_addr_mux = 3;
					data_in_mux = 1;
					reg_write = 1;
				end
				if(opcode == store || opcode == store_r) begin
					if(opcode == store) memory_addr_mux = 2;
					else memory_addr_mux = 3;
					mem_out_mux = (opcode == store);
					memory_write = 1;
				end
			end
			write_back: begin
				if(write_reg_file(opcode)) begin
					if(opcode == load_i) data_in_mux = 2;
					else if(opcode == bl) data_in_mux = 3;
					else if(alu_op(opcode)) data_in_mux = 0;
					reg_write = 1;
				end
				if(type(opcode) == 4 || opcode == br) begin
					if(opcode == br) PC_mux = 2;
					else PC_mux = 1;
					PC_write = 1;
				end
			end
			reset_st: begin
				PC_mux = 3;
				PC_write = 1;
			end
		endcase
	end
	always @(posedge clk or posedge reset) begin
		if(reset) begin
			stage <= reset_st;
		end else
		case(stage)
			fetch: stage <= decode;
			decode:
				if(opcode == load_i || opcode == br || (type(opcode) == 4 &&	
						~cancel_branch(opcode, status_reg[1:0])))
					stage <= write_back;
				else if(cancel_branch(opcode, status_reg[1:0]))
					stage <= fetch;
				else if(opcode == load || opcode == store)
					stage <= memory_access;
				else
					stage <= execute;
			execute:
				if(cmp_op(opcode))
					stage <= fetch;
				else if(opcode == load_r || opcode == store_r)
					stage <= memory_access;
				else
					stage <= write_back;
			memory_access: stage <= fetch;
			write_back: stage <= fetch;
			reset_st: stage <= fetch;
		endcase
	end
	task disable_write_signals;
		{reg_buff1_write, reg_buff2_write, status_reg_write, ALU_out_write, 
			reg_write, PC_write, IR_write, memory_write} = 0;
	endtask
	task zero_muxes;
		{ALU_in2_mux, mem_out_mux, PC_mux, memory_addr_mux, data_in_mux} = 0;
	endtask
	function [2:0] type;
		input [4:0] op;
		if(op[4:3] == 2'b00) type = 1;
		else if(op[4:2] == 3'b110 || op[4:3] == 2'b01) type = 2;
		else if(op[4:2] == 3'b111) type = 3;
		else if(op[4:3] == 2'b10) type = 4;
		else type = 0;
	endfunction
	function alu_op;
		input [4:0] op;
		alu_op = ~op[4];
	endfunction
	function write_reg_file;
		input [4:0] op;
		write_reg_file = (op == load_i || op == bl || alu_op(op));
	endfunction
	function cancel_branch;
		input [4:0] op;
		input [1:0] cond;
		cancel_branch = (((op == beq) && ~cond[0]) || ((op == bne) && cond[0])
							||((op == bleq) && ~cond[0]) || ((op == blne) && cond[0])
							||((op == bhe) && ~cond[1]) || ((op == bst) && cond[1]));
	endfunction
	function cmp_op;
		input [4:0] op;
		cmp_op = (op == cmp || op == cmpi);
	endfunction
	function load_op;
		input [4:0] op;
		load_op = (op == load || op == load_r);
	endfunction
	function store_op;
		input [4:0] op;
		store_op = (op == store || op == store_r);
	endfunction
	initial stage = fetch;
endmodule
module datapath(clk, ALU_in2_mux, mem_out_mux, PC_mux, memory_addr_mux, data_in_mux,
					 reg_buff1_write, reg_buff2_write, status_reg_write, ALU_out_write,
					 reg_write, PC_write, IR_write,
					 memory_in, memory_addr, memory_out,
					 opcode, status_reg);
	parameter WORD_SIZE = 16, ALU_OP_SIZE = 3, REG_ADDR_SIZE = 3;
	input clk;
	input mem_out_mux;
	input [1:0] ALU_in2_mux, PC_mux, memory_addr_mux, data_in_mux;
	input reg_buff1_write, reg_buff2_write, status_reg_write, ALU_out_write;
	input reg_write, PC_write, IR_write;
	input [WORD_SIZE-1:0] memory_in;
	output [WORD_SIZE-1:0] memory_addr, memory_out;
	output [4:0] opcode;
	output reg [WORD_SIZE-1:0] status_reg;
	reg [WORD_SIZE-1:0] ALU_out_buff, PC, inst_reg;
	wire [WORD_SIZE-1:0] ALU_out, ALU_flags, ALU_in2, PC_in_wire;
	wire [WORD_SIZE-1:0] reg_buff1, reg_buff2, data_in;
	wire [REG_ADDR_SIZE-1:0] reg_addr1, reg_addr2, reg_addr_in;
	wire [ALU_OP_SIZE-1:0] ALU_op;
	wire [10:0] imm1;
	wire [7:0] imm2;
	wire [4:0] imm3;
	mux2 reg_file_mux(data_in, data_in_mux, ALU_out_buff, memory_in, imm2, PC);
	register_file registers(reg_buff1, reg_buff2, reg_write, reg_addr1, reg_addr2,
									reg_addr_in, data_in, clk, reg_buff1_write, reg_buff2_write);
	ALU alu(ALU_out, ALU_flags, ALU_op, reg_buff1, ALU_in2);
	mux2 ALU_mux(ALU_in2, ALU_in2_mux, reg_buff2, imm3, imm2, 0);
	always@(posedge clk) if(ALU_out_write) ALU_out_buff <= ALU_out;
	always@(posedge clk) if(status_reg_write) status_reg <= ALU_flags;
	ir_decode ir_decode(inst_reg, reg_addr2, reg_addr1, reg_addr_in,
				 imm1, imm2, imm3, ALU_op, opcode);
	always@(posedge clk) if(IR_write) inst_reg <= memory_in;
	mux2 PC_mux2(PC_in_wire, PC_mux, PC+1, imm1, reg_buff1, 0);
	always@(posedge clk) if(PC_write) PC <= PC_in_wire;
	mux2 Memory_mux2(memory_addr, memory_addr_mux, PC, reg_buff1, imm2, ALU_out_buff);
	assign memory_out = (mem_out_mux) ? reg_buff1 : reg_buff2;
	initial PC = 0;
endmodule
module ir_decode(instruction_reg, reg_addr2, reg_addr1, reg_addr_in,
					  imm1, imm2, imm3, alu_op, opcode);
	parameter cmp = 5'b11000;
	parameter load_r = 5'b11001;
	parameter store_r = 5'b11010;
	parameter br = 5'b11011;
	parameter cmpi = 5'b11100;
	parameter load = 5'b11101;
	parameter store = 5'b11110;
	parameter load_i = 5'b11111;
	parameter b = 5'b10000;
	parameter beq = 5'b10001;
	parameter bne = 5'b10010;
	parameter bhe = 5'b10011;
	parameter bst = 5'b10100;
	parameter bleq = 5'b10101;
	parameter blne = 5'b10110;
	parameter bl = 5'b10111;
	parameter WORD_SIZE = 16, ALU_OP_SIZE = 3, REG_ADDR_SIZE = 3;
	input [WORD_SIZE-1:0] instruction_reg;
	output [REG_ADDR_SIZE-1:0] reg_addr1, reg_addr_in;
	output reg [REG_ADDR_SIZE-1:0] reg_addr2;
	output [10:0] imm1;
	output [7:0] imm2;
	output [4:0] imm3;
	output [ALU_OP_SIZE-1:0] alu_op;
	output [4:0] opcode;
	wire [REG_ADDR_SIZE-1:0] rc, rb, ra;
	assign ra = instruction_reg[2:0];
	assign rb = instruction_reg[5:3];
	assign rc = instruction_reg[8:6];
	assign imm1 = instruction_reg[10:0];
	assign imm2 = instruction_reg[10:3];
	assign imm3 = instruction_reg[10:6];
	assign opcode = instruction_reg[15:11];
	assign alu_op = (opcode == load_r || opcode == store_r) ? 3'b000 : opcode[2:0];
	parameter lr = 3'b111;
	assign reg_addr1 = (opcode == br || opcode == store || opcode == cmp || opcode == cmpi) ? ra : rb;
	always@(*) begin
		if(opcode == store_r) reg_addr2 = ra;
		else if(opcode == cmp) reg_addr2 = rb;
		else reg_addr2 = rc;
	end
	assign reg_addr_in = (opcode == bl) ? lr : ra;
endmodule
module register_file(reg_buff1, reg_buff2, write, addr1, addr2, addr_in,
							data_in, clk, write_buff1, write_buff2);
	parameter WORD_SIZE = 16, REG_NUM = 8;
	output reg [WORD_SIZE-1:0] reg_buff1,reg_buff2;
	input write, clk, write_buff1, write_buff2;
	input [2:0] addr1, addr2, addr_in;
	input [WORD_SIZE-1:0] data_in;
	reg [WORD_SIZE-1:0] reg_file[REG_NUM-1:0];
	always@(posedge clk) begin
		if(write_buff1)
			reg_buff1 = reg_file[addr1];
		if(write_buff2)
			reg_buff2 = reg_file[addr2];
	end
	always@(posedge clk) begin
		if(write) reg_file[addr_in] = data_in;
	end
endmodule
[flow/run.sh]
#!/bin/bash
# OpenROAD 26Q1-2900-gdf79404cd8, Yosys 0.63+post, stock flow scripts
make -C /OpenROAD-flow-scripts/flow DESIGN_CONFIG=/design/flow/config.mk WORK_HOME=/design/flow/orfs finish
==> commit_impl_results.txt <==
Log flow metrics for this revision

* Result of the run: complete, no violations
- Simple-gate portion of the synthesized area: 11.7%
- Total number of vias: roughly 13,000
- On the critical path the largest part of the delay comes from adder cells.
* Fraction of synthesis flops using an asynchronous set or reset pin: 1.41%
- Counting instances, the worst hold path has a depth of 2.
- Fraction of synthesized area in multiplexers: 13.2%
* TritonCTS clock tree: done
- Count of library flops with an enable pin: around 210
* Number of filler cells placed in the layout: 2,880
- Critical Path Start Type: register
- For this configuration, the core starts out at a cell density of a little over 50%.
- Once the clock tree was built, the resizer swapped 0 gates to a different size.
- The launch point of the worst register-to-register path is recorded as datapath.inst_reg[13]$_DFFE_PN_.
- Counting pins that exceed their max-slew limit in the final report gives 0.
- Number of max-cap violations: 0
* Class of the most critical setup path: reg -> reg
- Number of design rule violations left after detail routing: 0
- Tightest Hold Check Type: reg -> reg
- Xor/xnor share: between 3 and 4%
- After clock tree synthesis, the flow added hold-fix buffers numbering 0.
* Ratio of routed vias to standard cells: 6.17
- The count of buffers added on input and output ports is 50.
- Routability cong.: a little over 1
- Flip-flop count of the largest register, all copies and words added: around 130
- Area added between synthesis and finish: 11.2%
* Worst rel slew slack: 38.2%
* Crit path cell chain: or3b_2 > nor3_2 > a221o_1 > clkinv_1 > nor2_1 > fa_1 > fa_1 > ha_1 > fa_1 > inv_1 > fa_1 > fa_1 > inv_1 > ha_1 > or2_2 > a21oi_1 > a211oi_1 > a2111oi_0 > buf_4 > xnor2_1 > a221oi_1 > a22oi_1 > nor2_1 > nor3_1
* End point of the most critical hold path: control_unit.stage[0]$_DFFE_PP1P_
- The OpenROAD report gives the critical path a data arrival time of 8.56 ns.
- Actual transition at the worst max-transition pin: 0.915 ns
* Worst path most repeated cell: sky130_fd_sc_hd__fa_1
- Largest net degree at the start of global routing: 38
- The average instance in the mapped netlist occupies 10.7 um2.
* Post-synthesis instance total: 1,615
- Vias in the first global route: 13,500
- The final timing report counts setup violations totalling 0.
- Fin. Hold Viols: 0
- The cell area that synthesis handed to floorplanning was 0.0172 mm2.
- Instance count after placement with tap cells included: 2,075
* Post-Synth AOI/OAI Area: between 10 and 15%
- FF+latch count, synth: 213
* Non-filler instance count after layout: 2,117
- Crit path capture type: register
- Placement row count: 67
- OpenROAD emitted warnings numbering 61.
- Maximum count of clock buffers along a single path: 3
- The longest incremental delay of any stage on the critical path is reported as 0.79 ns.
* Total half-perimeter wirelength after legalization and detailed placement: approximately 41,000 um
- For this run, the number of Yosys warnings is 14.
- Number of different library cells in the post-synthesis netlist: roughly 74
- Clock root buffer: sky130_fd_sc_hd__clkbuf_16
- Setup TNS: 0 ns
* Worst Setup Slack, final: 6.11 ns
* Vertical die size: roughly 190 um
* Post-CTS repair timing setup buffer count: 0
- Clock transition at the registers of the reported paths: 0.07 ns
- Wire length of the first global-routing pass: 84,900 um
- Cells with a size suffix above 1 make up 14.1% of the layout.
* Max Fclk: 121 MHz
- Clock skew on the completed layout was measured at 0.0181 ns.
- The overall die size recorded for this design is 0.0352 mm2.
* DRC violation total after the first TritonRoute iteration: between 900 and 1,000
- Per the STA report, the cell with the highest stage delay on the worst path is sky130_fd_sc_hd__edfxtp_1.
* Worst hold path startpoint: control_unit.stage[0]$_DFFE_PP1P_
- In this run the number of H-tree levels came out at 1.
* Core footprint: 0.0337 mm2
- Count of buffer and inverter cells on the critical path: 4
* Number of antenna violations at the first check in global routing: 1
- Peak fanout along the critical path: 23
* Ratio of final minimum period to clock period: 57.5%
- At the worst endpoint, the required time is 14.67 ns.
- Min Tclk post-route: approximately 8.3 ns
- Most frequent logic cell in the layout: sky130_fd_sc_hd__edfxtp_1
- Pre-CTS setup slack: 6.19 ns
- Detailed-route wire length: 56,600 um
- Die Wd: about 190 um
- Setup slack, reg-to-reg: 6.11 ns
- In the synthesis report, Yosys lists the chip area as 0.0172 mm2.
* Total cells reported by yosys after synthesis: between 1,500 and 2,000
- First drt pass iteration count: 5
* Worst reg2reg endpoint: datapath.ALU_out_buff[13]$_DFFE_PN_
* Tot GR Track Use: a little over a third
* Final global-route overflow total: 0
* Clock buffers created by TritonCTS: 22
- As reported, the later end of the worst-skew pair has a clock insertion delay of 0.52 ns.
- Setup repair after global routing left no endpoint under its margin.
* Commonest non-fill, non-tap cells in the layout: sky130_fd_sc_hd__edfxtp_1 (210), sky130_fd_sc_hd__nand2_1 (166), sky130_fd_sc_hd__inv_1 (164)
- Of the combinational cells, the family taking the most area is adder cells.
* Remaining antenna violation count: 0
* Count of cells along the worst register-to-register path: 24
- After Yosys synthesis, full adders, half adders and majority gates account for 17.0% of the synthesized area.
- DR WL/cell: 26.7 um
- I/O pins: between 50 and 60
- Dominant Register Cell: sky130_fd_sc_hd__edfxtp_1
- Synth Seq Share: 37.1%
- Number of sinks handled by clock tree synthesis: 213
[cell families (layout without fill, tap and decap cells)]
logic type / after synthesis / count (layout)
xor+xnor: 71 / 71
simple gates: 451 / 451
other cells: 0 / 2
mux: 141 / 141
buf+inv: 265 / 317
compound gates: 288 / 288
flops: 213 / 213
fa+ha+maj: 186 / 186
[final cells by class]
type	instances	area [um2]	area share, %
inverter	171	647	3.38
tap	448	561	2.93
clock inverter	15	158	0.824
sequential	213	6380	33.4
multi-input combinational	1137	9900	51.7
clock buffer	25	562	2.94
antenna	2	5.00	0.0262
timing repair buffer	106	921	4.81
[how the worst max path moves through the flow]
stage                                      startpoint                                   to  slack (ns)  cells past startpoint
after CTS             datapath.inst_reg[13]$_DFFE_PN_  datapath.ALU_out_buff[13]$_DFFE_PN_        6.16                     24
final                 datapath.inst_reg[13]$_DFFE_PN_  datapath.ALU_out_buff[13]$_DFFE_PN_        6.11                     24
after global routing  datapath.inst_reg[13]$_DFFE_PN_  datapath.ALU_out_buff[13]$_DFFE_PN_        5.69                     24
[Yosys cell counts (7+ instances only)]
master                     instances  area [um2]
sky130_fd_sc_hd__edfxtp_1        210        6310
sky130_fd_sc_hd__nand2_1         166         623
sky130_fd_sc_hd__inv_1           164         616
sky130_fd_sc_hd__nor2_1          151         567
sky130_fd_sc_hd__ha_1            104        1300
sky130_fd_sc_hd__fa_1             81        1620
sky130_fd_sc_hd__a21oi_1          77         385
sky130_fd_sc_hd__clkbuf_1         76         285
sky130_fd_sc_hd__mux4_2           64        1440
sky130_fd_sc_hd__mux2_2           50         563
sky130_fd_sc_hd__o21ai_0          49         245
sky130_fd_sc_hd__xnor2_1          48         420
sky130_fd_sc_hd__a22oi_1          28         210
sky130_fd_sc_hd__mux2i_1          27         270
sky130_fd_sc_hd__nor3_1           24         120
sky130_fd_sc_hd__a22o_1           22         193
sky130_fd_sc_hd__nand3_1          22         110
sky130_fd_sc_hd__xor2_1           20         175
sky130_fd_sc_hd__a211oi_1         19         143
sky130_fd_sc_hd__nor2b_1          16         100
sky130_fd_sc_hd__a221oi_1         13         114
sky130_fd_sc_hd__nand2b_1         13        81.3
sky130_fd_sc_hd__nor4_1           13        81.3
sky130_fd_sc_hd__and2_1           10        62.6
sky130_fd_sc_hd__a21o_1            9        67.6
sky130_fd_sc_hd__o221ai_1          9        78.8
sky130_fd_sc_hd__a31oi_1           8        50.1
sky130_fd_sc_hd__buf_2             8        40.0
sky130_fd_sc_hd__o22ai_1           7        43.8
[tightest hold or removal path, cell delays in order, from the launching register on]
cell and delay [ns]:
sky130_fd_sc_hd__dfstp_2 0.40, sky130_fd_sc_hd__inv_1 0.09, sky130_fd_sc_hd__a21oi_1 0.07
[through the flow]
stage / hold slack, ns / area [um2] / util [%]
2_1_floorplan: 0.511 / 17200 / -
3_3_place_gp: 0.559 / 18400 / 54.6
3_5_place_dp: 0.558 / 18400 / 54.6
4_1_cts: 0.564 / 19100 / 56.8
5_1_grt: 0.623 / 19100 / 56.8
6_report: 0.568 / 19100 / 56.8
[routing by layer]
metal	wire length (um)	track usage [%]
met1	20500	48.1
met2	27200	55.3
met3	6470	15.0
met4	2440	11.8
met5	0	0
