$ cat ./design.v
module debouncer(out, in, clk);
	input [4:0] in;
	input clk;
	output reg [4:0] out;
	reg [4:0] prev;
	reg [6:0] count;
	always@(posedge clk) begin
		if(in == prev) begin
			if(count == 4'b1111111) begin
				count = 0;
				out = ~in;
			end
			else count = count + 1;
		end
		else count = 0;
		prev = in;	
	end
endmodule
$ cat ./run.sh
#!/bin/bash
# OpenROAD 26Q1-2900-gdf79404cd8, Yosys 0.63+post, stock flow scripts
make -C /OpenROAD-flow-scripts/flow DESIGN_CONFIG=/design/flow/config.mk WORK_HOME=/design/flow/orfs finish
$ cat ./config.mk
export PLATFORM = sky130hd
export DESIGN_NAME = debouncer
export DESIGN_NICKNAME = debouncer
export VERILOG_FILES = /design/flow/design.v
export SDC_FILE = /design/flow/constraint.sdc
export NUM_CORES = 4
export LEC_CHECK = 1
export CORE_AREA = 10 10 70 70
export DIE_AREA = 0 0 80 80
$ cat ./constraint.sdc
current_design debouncer

set clk_period 1.7
set clk_io_pct 0.2

create_clock -name clk0 -period $clk_period [get_ports {clk}]

set non_clock_inputs [all_inputs -no_clocks]
set_input_delay [expr $clk_period * $clk_io_pct] -clock clk0 $non_clock_inputs
set_output_delay [expr $clk_period * $clk_io_pct] -clock clk0 [all_outputs]
==> impl_metrics.yaml <==
# yosys + openroad results
status:
  status: "completed"
timing:
  fin_tns_setup_ns: 0
  relSlewSlack: 0.884
  clock-skew-final_ns: 0.00208
  timing.final.crit_share: 0.952
  setup_violations: 0
  worst_slew_pin_slew_ns: 0.174
  clock.fmax_mhz: 618
  period_minus_slack_ns: 1.62
  hold_viol: 0
  grt_setup_unrepaired: "no"
  worst_slack_ns: 0.0820
  timing.final.max_slew_violations: 0
routing:
  dr.pass1.iters: 2
  drtIter0Drc: 8
  antenna_left: 0
  route.vias.total: 410
  drc: 0
  viasPerCell: 3.33
  wl_um: 915
  diodes: 0
  wl_per_cell_um: 7.44
setup_path:
  slowest_stage: "or4_4"
  critPathKind: "flop to flop"
  reg2reg_slack_ns: 0.08
  path_cells: "ha_2 -> nand3_2 -> or4_4 -> nor2_1 -> buf_4"
  rr_startpoint: "count[1]"
  worstPathRequired_ns: 1.71
  startpoint_type: "flop"
  path_max_fanout: 5
  crit_arrival_ns: 1.63
  cp-end-kind: "flop"
  critPathCapture: "out[0]"
  crit_path_start: "count[1]"
  reg2reg_depth: 5
  regToRegEndpoint: "out[0]"
  cpPeakStageDelay_ns: 0.44
finish:
  drive_gt1_frac: 0.286
  final_cell_mix: "10 x nor2_1, 10 x dfxtp_1, 10 x clkdlybuf4s50_1, 10 x buf_4, 8 x xor2_1"
  fillers: 368
  mi_logic_area_um2: 206
  fin_area_um2: 882
  synthToLayoutAreaGrowth_pct: 43.0
  regArea_um2: 393
synth:
  syn_area_um2: 617
  synth_area_per_cell_um2: 11.6
  ys_seq_frac: 0.633
  synth_flops: 17
  syn_inst: 53
  ys_cells: 53
  synth_warnings: 2
  yosysUniqueCellTypes: 13
  yosys-stat-area_um2: 617
global_route:
  grt_pass1_wl_um: 1580
  overflow: 0
  grt_max_degree: 11
  grt_usage: 0.0306
  antenna_found_initial: 0
  grt_pass1_vias: 387
floorplan:
  fp.dieW_um: 80
  row_count: 21
  ios: 11
  initCoreUtil: 0.181
  core_mm2: 0.00342
  die_y_um: 80
  die_area_mm2: 0.00640
clocking:
  cts_tree: "yes"
  htreeDepth: 1
  cts.sinks: 17
  root_buffer: "clkbuf_4"
  clk_latency_ns: 0.28
  cts_made_buffers: 3
  clkTransAtPathRegs_ns: 0.09
  cts_buffer_depth: 2
placed_design:
  place_ws_ns: -0.0855
  hpwlAfterDp_um: 768
  numPortBuffers: 10
  gp_congestion: 0.771
  placed_cell_area_um2: 850
power:
  p_per_area_mw_per_mm2: 775
  peakVddDrop_mv: 0.318
  p_leak_uw: 0.000341
  finalPower_uw: 684
run:
  openroad.warnings: 25
  drv_cap: 0
worst_hold_path:
  hp-class: "flop to flop"
[per-layer routing]
| layer | share of wire | track usage | vias to the layer above |
|---|---|---|---|
| met5 | 0 | 0 | - |
| met2 | 0.47 | 0.0474 | 11 |
| met1 | 0.39 | 0.0341 | 184 |
| li1 | - | - | 215 |
| met3 | 0.14 | 0.0239 | 0 |
| met4 | 0 | 0.00176 | 0 |
[cells in the mapped netlist]
| master | n | share of area |
|---|---|---|
| edfxtp_1 | 5 | 0.24 |
| nor3_2 | 1 | 0.016 |
| nand2_1 | 2 | 0.012 |
| ha_1 | 1 | 0.020 |
| inv_1 | 6 | 0.037 |
| and3_2 | 1 | 0.012 |
| dfxtp_1 | 12 | 0.39 |
| xnor2_1 | 2 | 0.028 |
| or4_4 | 1 | 0.018 |
| nor2_1 | 10 | 0.061 |
| nand3_1 | 2 | 0.016 |
| nand3_2 | 2 | 0.032 |
| xor2_1 | 8 | 0.11 |
[kinds of logic (layout without fill, tap and decap cells)]
kind of cell	Yosys count	in the layout	share of synthesized area
xor gates and xnor gates	10	10	0.142
buffers and inverters	6	30	0.0365
DFF	17	17	0.633
and+or+nand+nor	19	19	0.168
adders and majority gates	1	1	0.0203
[sequential cells by signal (all words and copies together) (netlist names)]
name	count
prev	5
out	5
count	7
[power breakdown]
group / internal (uW) / switching, uW / total, uW
clock network: 87.4 / 118 / 205
registers: 424 / 2.88 / 426
logic: 32.2 / 20.1 / 52.3
[layout make-up]
| type | instances | area share |
|---|---|---|
| Clock buffer | 3 | 0.0255 |
| Inverter | 6 | 0.0255 |
| Tap cell | 46 | 0.0652 |
| Timing Repair Buffer | 20 | 0.199 |
| Sequential cell | 17 | 0.445 |
| Clock inverter | 1 | 0.00567 |
| Multi-Input combinational cell | 30 | 0.234 |
[worst max-delay path: cells and delay by family (launching register included)]
family | cells | cell delay [ns]
flip-flops | 1 | 0.35
AND/OR/NAND/NOR | 3 | 0.66
adder cells (fa/ha/maj) | 1 | 0.19
buffers and inverters | 1 | 0.14
[per-stage QoR]
stage | utilization | instances | hold WS [ns]
floorplan | - | 53 | 0.368
global placement | 0.249 | 119 | 0.509
detailed placement | 0.249 | 119 | 0.512
CTS | 0.257 | 123 | 0.539
global route | 0.258 | 123 | 0.537
finish | 0.258 | 123 | 0.515
[worst min-delay path by stage]
| stage | startpoint | to | depth (start not counted) |
|---|---|---|---|
| 4_1_cts | count[0] | count[0] | 2 |
| 5_1_grt | count[0] | count[0] | 2 |
| 6_report | count[0] | count[0] | 2 |
[timing repair]
item / in CTS / in global routing
setup buffers: 0 / 0
resized: 0 / 3
endpoints found under the setup margin: 0 / 5
hold buffers: 0 / 0
Power is estimated from default activity; no workload was simulated.
